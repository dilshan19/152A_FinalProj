==> design/flow/design.v <==
module complete_row(
    input wire                                   clk,
    input wire                                   pause,
    input wire [(10*20)-1:0] placed_tetrominos,
    output reg [5-1:0]                 row,
    output wire                                  enabled
    );
    initial begin
        row = 0;
    end
     assign enabled = &placed_tetrominos[row*10 +: 10];
     always @ (posedge clk) begin
         if (!pause) begin
             if (row == 20 - 1) begin
                 row <= 0;
             end else begin
                 row <= row + 1;
             end
         end
     end
endmodule
==> design/flow/run.sh <==
#!/bin/bash
# OpenROAD 26Q1-2900-gdf79404cd8, Yosys 0.63+post, stock flow scripts
make -C /OpenROAD-flow-scripts/flow DESIGN_CONFIG=/design/flow/config.mk WORK_HOME=/design/flow/orfs finish
==> design/flow/config.mk <==
export PLATFORM = sky130hd
export DESIGN_NAME = complete_row
export DESIGN_NICKNAME = complete_row
export VERILOG_FILES = /design/flow/design.v
export SDC_FILE = /design/flow/constraint.sdc
export NUM_CORES = 4
export LEC_CHECK = 1
export CORE_AREA = 10 10 99 99
export DIE_AREA = 0 0 109 109
==> design/flow/constraint.sdc <==
current_design complete_row

set clk_period 5.4
set clk_io_pct 0.2

create_clock -name clk0 -period $clk_period [get_ports {clk}]

set non_clock_inputs [all_inputs -no_clocks]
set_input_delay [expr $clk_period * $clk_io_pct] -clock clk0 $non_clock_inputs
set_output_delay [expr $clk_period * $clk_io_pct] -clock clk0 [all_outputs]
==> flow_summary.ini <==
; flow metrics
[status]
outcome = complete, no violations

[timing]
min_period_over_period = 0.818
clock-skew-final_ns = 0.00319
clock.fmax_ghz = 0.226
timing.slew.headroom = 0.659
worstMarginPinSlew_ns = 0.508
fin_hold_ws_ns = 0.701
final-hold-violation-count = 0
final_period_minus_worst_setup_slack_ns = 4.42
slew_violations = 0
postLayoutSetupSlackWorst_ns = 0.983
totalNegativeSetupSlack_ns = 0
report.final.setup_viol = 0
grt_setup_unrepaired = false

[worst_hold_path]
worstHoldPathCells = 1
path_type_of_the_worst_min_delay_path = flip-flop to flip-flop
worstHoldStart = row[4]$_SDFFCE_PN0N_
worst_hold_path.endpoint = row[4]$_SDFFCE_PN0N_

[pwr]
max-vdd-ir-drop_uv = 83.0
power.static_leakage_nw = 1.16
power_switching_mw = 0.0985
internal_power_mw = 0.266
power-per-cell-area_nw_per_um2 = 110
p_clk_frac = 0.193
power.sequential.fraction = 0.172
sw_frac = 0.271
pwr-share-comb = 0.634

[synth]
area_contributors_post_synth = sky130_fd_sc_hd__nand4_1 17%, sky130_fd_sc_hd__edfxtp_1 13%, sky130_fd_sc_hd__nand3_1 7.1%, sky130_fd_sc_hd__mux4_2 6.0%, sky130_fd_sc_hd__nand2_1 5.4%
parity_gate_share_of_the_synthesized_area_counting_xor_and_xnor_cells = 0.00781
synth_top_cell_by_count = sky130_fd_sc_hd__nand4_1
synth.ff_latch_count = 5
post_synth_instance_area_um2 = 1120
post-synth-top-area-cell = sky130_fd_sc_hd__nand4_1
top_logic_kind = simple AND/OR/NAND/NOR gates
synth-edff-count = 5
synth-async-reset-ratio = 0
ff_type = sky130_fd_sc_hd__edfxtp_1
post_synth_inst_count = 153
aoi_share = 0.292
synth_adder_area_share = 0.0112
synth.cells.most_frequent = 30 x sky130_fd_sc_hd__nand4_1, 16 x sky130_fd_sc_hd__nand2_1, 16 x sky130_fd_sc_hd__nand3_1, 9 x sky130_fd_sc_hd__a21oi_1, 9 x sky130_fd_sc_hd__o21ai_0
fraction_of_the_yosys_area_taken_by_sequential_cells = 0.134
yosys_area_um2 = 1120
synth_warnings = 1
yosys_cells = 153
synth_simple_gate_area_share = 0.397
post_synth_mux_area_share = 0.0837
yosysUniqueCellTypes = 40
synthesis.area_per_instance_um2 = 7.33
yosys.area.top_type_share = 0.167

[critical_path]
worst_r2r_path_depth = 3
regToRegSetupSlack_ns = 3.76
critical_path.max_stage_delay_ns = 0.57
worst_ep_required_time_ns = 4.32
critical_path_buf_inv_count = 2
critical-path-slowest-cell = sky130_fd_sc_hd__clkdlybuf4s50_1
cpLargestDelayFamily = buffers and inverters
reg2reg_from = row[2]$_SDFFCE_PN0N_
cp_cell_sequence = clkdlybuf4s50_1 > nand4_1 > mux4_2 > nor3_2 > a21oi_1 > a2111oi_2 > clkdlybuf4s50_1
timing.critical_path.arrival_ns = 3.34
setup.worst_path.class = primary input to primary output
rr_endpoint = row[2]$_SDFFCE_PN0N_
critical_path.endpoint_type = primary output
start_kind = primary input
setup.worst_path.start = placed_tetrominos[176]
worst-path-max-fanout = 2
cpMostUsedCell = sky130_fd_sc_hd__clkdlybuf4s50_1

[floorplanning]
io_pins = 208
core_um2 = 7730
core_util_floorplan = 0.145
die_w_um = 109
row_count = 32
die_height_um = 109
chip_area_um2 = 11900

[detailed_routing]
detailroute.via_count = 2089
detailedRoute.firstIterationViolations = 71
remaining_drc_errors = 0
routed_wire_length_per_instance_um = 18.6
diodes = 0
drt_pre_antenna_iters = 4
finalWirelength_um = 8520
routed_via_density = 4.55
drtAntennaViolNets = 0

[run]
timing.max_cap.violations = 0
tool_warnings = 25

[grt]
grt_usage = 0.132
globalRoute.totalOverflow = 0
number_of_global_route_vias_before_repair = 2259
number_of_antenna_violations_at_the_first_check_in_global_routing = 0
grt_max_degree = 39
grt_first_pass_wirelength_um = 12200

[placement]
io_buffers = 207
post_place_cells = 455
dp_hpwl_um = 7620
place.gp.congestion = 0.842
dp_slack_ns = 0.952

[clocking]
clk_pin_slew_worst_paths_ns = 0.04
holdBufCountCts = 0
clock_tree_root = sky130_fd_sc_hd__clkbuf_8
cts_tree = done
worstSkewPairLatency_ns = 0.22
cts_made_buffers = 3
postCtsSetupBuffers = 0
cts_htree_levels = 1
clock_sinks = 5
deepest_clock_path_buffer_count = 2
post_cts_sizing_count = 0

[cells_and_area]
largest-register = row
reg.largest.list = row: 5 flops
layout.filler_cells = 755
flow.area_growth_from_synthesis_pct = 196
final-seq-area_um2 = 150
post_layout_nonfiller_instances = 459
logic_area_um2 = 888
largest_register_ff_count = 5
drive_gt1_frac = 0.0364
## worst max-delay path by stage
stage / end / slack (ns) / depth (start not counted)
6_report: enabled / 0.98 / 7
4_1_cts: enabled / 0.94 / 8
5_1_grt: enabled / 0.85 / 8
## layout by cell type (no fill, tap or decap), drive strengths merged
cell type,synthesis,routed
clkdlybuf4s50,0,207
nand4,30,30
nand2,16,16
nand3,16,16
o21ai,12,12
a21oi,9,9
and3,7,7
o211ai,7,7
a31oi,5,5
edfxtp,5,5
o22ai,4,4
inv,4,4
mux4,4,4
clkbuf,1,4
nor3,3,3
nor2,2,2
a311o,2,2
a311oi,2,2
and4,2,2
buf,8,2
clkinv,1,1
a21o,1,1
a21boi,1,1
a41o,1,1
nor4,1,1
nand4b,1,1
nor3b,1,1
o221ai,1,1
a211o,1,1
nor2b,1,1
o31a,1,1
a2111oi,1,1
xnor2,1,1
ha,1,1
## cells by family after synthesis
logic type / after synthesis
AND-OR/OR-AND: 48
XOR/XNOR: 1
adder cells (fa/ha/maj): 1
buffers and inverters: 14
flip-flops: 5
multiplexers: 4
AND/OR/NAND/NOR: 80
## power by group through the flow
| stage | clock [mW] | combinational, mW | sequential [mW] |
|---|---|---|---|
| 6_report | 0.0704 | 0.231 | 0.0627 |
| 5_1_grt | 0.0742 | 0.251 | 0.0641 |
| 4_1_cts | 0.0708 | 0.234 | 0.0626 |
## metrics by stage
stage	area [µm²]	utilization	power, mW
floorplan	1120	-	0.124
global placement	3270	0.423	0.295
detailed placement	3270	0.423	0.296
CTS	3320	0.429	0.368
global route	3320	0.429	0.389
finish	3320	0.429	0.364
## layer usage
| metal | vias to the layer above | track usage | part of all wire |
|---|---|---|---|
| met2 | 98 | 0.240 | 0.52 |
| met1 | 942 | 0.151 | 0.37 |
| met4 | 0 | 0.00471 | 0.0023 |
| met3 | 3 | 0.0502 | 0.11 |
| met5 | - | 0 | 0 |
| li1 | 1046 | - | - |
## final cells by class
| type | count | share of cell area |
|---|---|---|
| timing repair buffer | 209 | 0.629 |
| multi-input combinational | 134 | 0.268 |
| sequential | 5 | 0.0453 |
| tap | 102 | 0.0385 |
| clock buffer | 4 | 0.0136 |
| inverter | 5 | 0.00566 |
Power figures rest on the tool's default switching activity, not on a simulated workload.
