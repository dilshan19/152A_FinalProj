--- flow/run.sh ---
#!/bin/bash
# OpenROAD 26Q1-2900-gdf79404cd8, Yosys 0.63+post, stock flow scripts
make -C /OpenROAD-flow-scripts/flow DESIGN_CONFIG=/design/flow/config.mk WORK_HOME=/design/flow/orfs finish
--- flow/config.mk ---
export PLATFORM = sky130hd
export DESIGN_NAME = calc_cur_blk
export DESIGN_NICKNAME = calc_cur_blk
export VERILOG_FILES = /design/flow/design.v
export SDC_FILE = /design/flow/constraint.sdc
export NUM_CORES = 4
export LEC_CHECK = 1
export CORE_UTILIZATION = 50
--- flow/constraint.sdc ---
current_design calc_cur_blk

set clk_period 5.2
set clk_io_pct 0.2

create_clock -name clk0 -period $clk_period

set non_clock_inputs [all_inputs -no_clocks]
set_input_delay [expr $clk_period * $clk_io_pct] -clock clk0 $non_clock_inputs
set_output_delay [expr $clk_period * $clk_io_pct] -clock clk0 [all_outputs]
--- flow/design.v ---
module calc_cur_blk(
    input wire [2-1:0] piece,
    input wire [4-1:0] pos_x,
    input wire [5-1:0] pos_y,
    input wire [2-1:0] rot,
    output reg [8-1:0] blk_1,
    output reg [8-1:0] blk_2,
    output reg [8-1:0] blk_3,
    output reg [8-1:0] blk_4,
    output reg [2:0] width,
    output reg [2:0] height
    );
	always @(*)begin
		case(piece)
			3'b000:begin
				blk_1 = 8'b11111111;
				blk_2 = 8'b11111111;
				blk_3 = 8'b11111111;
				blk_4 = 8'b11111111;
				width = 0;
                height = 0;
			end
			3'b001:begin	 
			    case(rot)
                    0: begin	 
						blk_1 = (pos_y *10)+ pos_x;
						blk_2 = ((pos_y + 1) *10)+ pos_x;
						blk_3 = ((pos_y+2) *10)+ pos_x;
						blk_4 = ((pos_y+3) *10)+ pos_x;
						width=1;
						height=4;
                    end
                    1: begin
						blk_1 = (pos_y *10)+ pos_x;
						blk_2 = (pos_y *10)+ pos_x+1;
						blk_3 = (pos_y *10)+ pos_x+2;
						blk_4 = (pos_y *10)+ pos_x+3;
						width=4;
						height=1;
                    end
                    2: begin
						blk_1 = (pos_y *10)+ pos_x;
						blk_2 = ((pos_y+1) *10)+ pos_x;
						blk_3 = ((pos_y+2)*10)+ pos_x;
						blk_4 = ((pos_y+3) *10)+ pos_x;
						width=1;
						height=4;
                    end
                    3: begin
						blk_1 = (pos_y *10)+ pos_x;
						blk_2 = (pos_y *10)+ pos_x+1;
						blk_3 = (pos_y *10)+ pos_x+2;
						blk_4 = (pos_y *10)+ pos_x+3;
						width=4;
						height=1;	
                    end
                endcase 
			end
			3'b010: begin
                blk_1=(pos_y * 10) + pos_x;
                blk_2=(pos_y * 10) + pos_x + 1;
                blk_3=((pos_y + 1) * 10) + pos_x;
                blk_4=((pos_y + 1) * 10) + pos_x + 1;
                width=2;
                height=2;
            end
            3'b011: begin
                case (rot)
                    0: begin	 
                        blk_1=(pos_y * 10) + pos_x + 1;
                        blk_2=((pos_y + 1) * 10) + pos_x;
                        blk_3=((pos_y + 1) * 10) + pos_x + 1;
                        blk_4=((pos_y + 1) * 10) + pos_x + 2;
                        width=3;
                        height=2;
                    end
                    1: begin
                        blk_1=(pos_y * 10) + pos_x;
                        blk_2=((pos_y + 1) * 10) + pos_x;
                        blk_3=((pos_y + 2) * 10) + pos_x;
                        blk_4=((pos_y + 1) * 10) + pos_x + 1;
                        width=2;
                        height=3;
                    end
                    2: begin
                        blk_1=(pos_y * 10) + pos_x;
                        blk_2=(pos_y * 10) + pos_x + 1;
                        blk_3=(pos_y * 10) + pos_x + 2;
                        blk_4=((pos_y + 1) * 10) + pos_x + 1;
                        width=3;
                        height=2;
                    end
                    3: begin
                        blk_1=(pos_y * 10) + pos_x + 1;
                        blk_2=((pos_y + 1) * 10) + pos_x + 1;
                        blk_3=((pos_y + 2) * 10) + pos_x + 1;
                        blk_4=((pos_y + 1) * 10) + pos_x;
                        width=2;
                        height=3;
                    end
                endcase       	
			end
		endcase
	end
endmodule
==> deck_impl_summary.md <==
Flow Results at a Glance

Worst setup path
  – Worst Path Arrival: 4.52 ns
  – Worst path cell trace: buf_6 -> buf_4 -> nand3_2 -> xnor2_2 -> buf_4 -> ha_4 -> fa_2 -> buf_4 -> xnor2_1 -> buf_4 -> nand3_1 -> xnor2_1 -> a221oi_1 -> o21ai_0 -> clkdlybuf4s50_1
  – Required time of the critical path: 4.16 ns
  – Critical Path Source Type: input pin
  – Worst path max stage delay: 0.68 ns
  – Critical path peak fanout: 7
  – Crit path max-delay cell type: fa_2
  – Kind of critical path: in2out
  – Crit. End Element: output port
  – Most frequent CP cell: buf_4

Die
  – Initial Util: 0.530
  – DIE AREA: 0.00718 sq mm
  – Placeable Area: 0.00646 sq mm
  – Die H: 84.7 um
  – Die Wd: 84.7 um
  – Core Rows: 29
  – Io pins: 51

Timing
  – Final TNS setup: -1.48 ns
  – Period utilization: 1.07
  – Slew margin rel.: 0.522
  – Max Freq: 180 MHz
  – Final Setup Violations: 11
  – Max Slew Vio Count: 0
  – Fin crit period: 5.56 ns
  – Least-Margin Pin Slew: 0.716 ns
  – RSZ-0062 raised after global routing: true
  – Setup ws final: -0.364 ns
  – Final hold vios: 0
  – Hold_ws: 3.21 ns

Yosys
  – Register area share after synthesis: 0
  – Most frequent cell after synthesis: ha_1
  – Chip Area, Yosys: 0.00342 sq mm
  – Yosys top cell area share: 0.205
  – Distinct lib cells: 53
  – Top cells by count: ha_1 (56), xnor2_1 (52), a21oi_1 (47)
  – Syn Area/Cell: 7.25 sq um
  – Cells in synth_stat.txt: 472
  – Mapped Cells: 472
  – Top cells, area: ha_1 (20%), xnor2_1 (13%), a21oi_1 (6.9%)
  – Largest area contributor in the netlist: ha_1
  – Warnings from Yosys: 1
  – Cell Area, Synth: 0.00342 sq mm

Cells and area
  – Sequential cell area: 0 sq um
  – Seq_cells: 0
  – Share of layout cells above drive strength 1: 0.395
  – Area grow syn2layout: 66.8%
  – Fillers: 270
  – Clock buf count: 0
  – Combinational gate area: 0.00385 sq mm
  – Fin area: 0.00571 sq mm

Power and ir drop
  – Internal power: 742 uW
  – Power share of the clock group: 0
  – Worst vdd ir: 0.163 mV
  – Total chip power: 1460 uW
  – Cell leakage power: 0.00252 uW
  – Psw: 718 uW
  – Sw Share: 0.492
  – Pwr Density: 256 mW/mm^2
  – Logic pwr share: 1.000
  – Seq pwr share: 0

Clock network
  – Post-CTS Hold Fix Bufs: 0

GRT
  – First-pass GRT wire length: 21200 um
  – Vias in the first global route: 4066
  – Gr usage total: 0.383
  – Initial antenna violation count: 0
  – Total grt overflow: 0
  – Pin count of the biggest net entering global routing: 27

Worst hold path
  – Hold crit path type: in2out

Flow run
  – Max-Cap Viols: 0
  – Tool warnings: 49

Drt
  – # DRC: 0
  – Starting DRC count in detailed routing: 439
  – Via count: 4873
  – First-pass DRT Iterations: 24
  – Vias/cell: 6.80
  – ANT nets after route: 0
  – Antenna cell count: 0
  – Routed WL: 18000 um
  – Routed len/inst: 25.1 um

Placement
  – Port buffer count: 51
  – Pre-CTS WS: -0.849 ns
  – Gp weighted congestion: 0.980
  – Detailed Place HPWL: 9090 um
  – Placed Instance Area: 0.00487 sq mm

Outcome
  – Status: complete, but fails checks
  – Failing checks: negative setup slack
## routing by layer
metal / vias to the layer above / track usage / part of all wire
li1: 2055 / - / -
met1: 2164 / 0.561 / 0.36
met2: 485 / 0.594 / 0.40
met3: 169 / 0.0777 / 0.14
met4: 0 / 0.0740 / 0.10
met5: - / 0 / 0
## through the flow
step                       util  cells
after detailed placement  0.754    698
after global placement    0.754    698
final                     0.884    717
after CTS                 0.806    711
after global routing      0.884    717
after floorplan               -    472
## critical path: cells and delay by family
| family | cells | cell delay, ns |
|---|---|---|
| xor+xnor | 3 | 0.53 |
| compound gates | 2 | 0.50 |
| buf+inv | 6 | 1.28 |
| simple gates | 2 | 0.24 |
| fa+ha+maj | 2 | 0.92 |
## cell families (layout without fill, tap and decap cells)
group / count (synthesis) / after routing / share of synthesized area
multiplexers: 3 / 3 / 0.00914
AND/OR/NAND/NOR: 115 / 115 / 0.163
adder cells (fa/ha/maj): 64 / 64 / 0.252
buffers and inverters: 58 / 226 / 0.0658
XOR/XNOR: 81 / 81 / 0.222
AND-OR/OR-AND: 151 / 151 / 0.289
## final timing paths
| kind | startpoint | cells past startpoint | slack [ns] | end |
|---|---|---|---|---|
| setup / recovery | pos_y[3] | 15 | -0.36 | blk_3[6] |
| hold / removal | pos_y[3] | 9 | 3.21 | blk_4[7] |
## cell type report
type	count	share of cell area
inverter	27	0.0182
multi-input combinational	414	0.675
timing repair buffer	199	0.290
tap	77	0.0169
## placed cells by master, fill, tap and decap left out, types with 7 or more instances in the layout
master and n:
a21o_1 9, a221oi_1 8, ha_4 16, inv_1 24, xor2_1 18, xnor2_2 13
a221o_1 11, nor2_1 23, o211ai_1 8, a21oi_1 42, buf_4 142, fa_2 7
xnor2_1 38, clkdlybuf4s50_1 42, nand3_1 10, buf_6 8, o21ai_0 29, nand2_1 33
ha_1 35
## power by group through the flow
stage         Sequential (uW)  Combinational (uW)  Clock [uW]
global route                0                1530           0
finish                      0                1460           0
CTS                         0                1190           0
## timing repair
action,CTS,global route
hold endpoints to repair,0,0
setup endpoints to repair,18,16
pin swaps,29,42
resized,77,85
setup buffers,13,7
Power is estimated from default activity; no workload was simulated.
