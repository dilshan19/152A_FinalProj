$ cat flow/design.v
`timescale 1ns / 1ps
module vga640x480(
	input wire dclk,			 
	input wire clr,			 
	output wire hsync,		 
	output wire vsync,		 
	output reg [7:0] rgb,	 
    input wire [2-1:0]        cur_tetromino,
    input wire [8-1:0]               cur_blk_1,
    input wire [8-1:0]               cur_blk_2,
    input wire [8-1:0]               cur_blk_3,
    input wire [8-1:0]               cur_blk_4,
    input wire [(10*20)-1:0] placed_tetrominos
	);
parameter hpixels = 800; 
parameter vlines = 521;  
parameter hpulse = 96; 	 
parameter vpulse = 2; 	 
parameter hbp = 144; 	 
parameter hfp = 784; 	 
parameter vbp = 31; 		 
parameter vfp = 511; 	 
reg [9:0] hc;
reg [9:0] vc;
reg [9:0] block = 0;
reg [9:0] block2 = 9;
always @(posedge dclk or posedge clr)
begin
	if (clr == 1)
	begin
		hc <= 0;
		vc <= 0;
	end
	else
	begin
		if (hc < hpixels - 1)
			hc <= hc + 1;
		else
		begin
			hc <= 0;
			if (vc < vlines - 1)
				vc <= vc + 1;
			else
				vc <= 0;
		end
	end
end
assign hsync = (hc < hpulse) ? 0:1;
assign vsync = (vc < vpulse) ? 0:1;
wire [9:0] cur_blk_index = ((hc-hbp)/20) + (((vc-vbp)/20)*10);
always @(*)
begin
	if (vc >= vbp && vc < vbp + (20 * 20) )
    begin
                if (hc >= (hbp) && hc < (hbp+(10 * 20)))
                begin
                    if (cur_blk_index == cur_blk_1 ||
                        cur_blk_index == cur_blk_2 ||
                        cur_blk_index == cur_blk_3 ||
                        cur_blk_index == cur_blk_4                        
                        ) 
                        begin
                                case (cur_tetromino)
                                    3'b000: rgb = 8'b00000000;
                                    3'b001: rgb = 8'b11110000;
                                    3'b010: rgb = 8'b00111111;
                                    3'b011: rgb = 8'b11000111;
                                endcase
                        end 
						else 
                        begin
                            rgb = placed_tetrominos[cur_blk_index] ? 8'b11111111 : 8'b00011111;
                        end
                end 
				else
                begin
                    rgb = 8'b00000000;
                end
    end 
    else
    begin
        rgb = 8'b00000000;
    end
end
endmodule
$ cat flow/run.sh
#!/bin/bash
# OpenROAD 26Q1-2900-gdf79404cd8, Yosys 0.63+post, stock flow scripts
make -C /OpenROAD-flow-scripts/flow DESIGN_CONFIG=/design/flow/config.mk WORK_HOME=/design/flow/orfs finish
$ cat flow/config.mk
export PLATFORM = sky130hd
export DESIGN_NAME = vga640x480
export DESIGN_NICKNAME = vga640x480
export VERILOG_FILES = /design/flow/design.v
export SDC_FILE = /design/flow/constraint.sdc
export NUM_CORES = 4
export LEC_CHECK = 1
export CORE_AREA = 10 10 167 167
export DIE_AREA = 0 0 177 177
$ cat flow/constraint.sdc
current_design vga640x480

set clk_period 15.4
set clk_io_pct 0.2

create_clock -name clk0 -period $clk_period [get_ports {dclk}]

set non_clock_inputs [all_inputs -no_clocks]
set_input_delay [expr $clk_period * $clk_io_pct] -clock clk0 $non_clock_inputs
set_output_delay [expr $clk_period * $clk_io_pct] -clock clk0 [all_outputs]
==> metrics.cfg <==
[status]
status=finished clean

[run]
warning_count=36
cap_violations=0

[placed_design]
place_hpwl_um=21770
place_area_sq_um=8523
gp_congestion=0.9663
io_buffers=245

[die]
die_h_um=177
core_sq_um=24320
die_area_sq_um=31330
initCoreUtil_pct=24.00
die_width_um=177
io_pins=246
rows=57

[cts]
clk_pin_slew_ns=0.05
clock-sinks=20
clock_latency_ns=0.25
numCtsBuffers=3
cts_buffer_depth=2
cts.repair.resized=0
cts_max_level=1
hold_buffers=0
cts_tree=yes
post_cts_buffers=0
cts-root-buf=clkbuf_16

[final_timing]
slew_headroom_pct=43.74
tns_ns=0
tightest_slew_ns=0.8379
slew_violations=0
setup_viol=0
finClkSkew_ns=0.003016
finalHoldViolations=0
period_used_pct=74.74
min_period_ns=11.51
fmax_mhz=86.88
rsz0062_at_grt=false

[worst_setup_path]
setup.worst_path.end_class=output port
crit_required_ns=12.32
endpoint=rgb[7]
r2r_setup_slack_ns=12.98
path_max_fanout=10
path_class=register to output port
critPathTopFamily=AND-OR/OR-AND gates
cp.arrival_ns=8.43
reg2reg_depth=7
path_common_cell=ha_1
crit_start=vc[0]
start_kind=register
cpPeakStageDelay_ns=0.69
r2r-start=hc[4]
critPathSlowestCell=xor2_1
cp.buffers_inverters=1
rr_endpoint=vc[5]
crit_cells=32

[route]
wl_um=26440
postRouteAntennaNets=0
wl_met2_um=12490
vias=6726
drc=0
drtPass1Iterations=6
drt-initial-drc-count=801
wl_met1_um=10720
viasPerCell=5.251
detail_route.wl_per_cell_um=20.64
met3_wirelength_um=2349
top_layer=met4

[finish]
syn2layout_area_growth_pct=47.44
postLayoutCellArea_sq_um=8606
final_common_cell=clkdlybuf4s50_1
drive_gt1_share_pct=9.119
final_cell_mix=clkdlybuf4s50_1 (245), nand2_1 (78), nor2_1 (59)

[global_route]
antenna_found_initial=3
grt-ovfl-total=0
grt_pass1_wl_um=38790
grt_max_degree=43
grt_pass1_vias=6308
grt.total_usage_pct=15.85

[synthesis]
yosys_warnings=1
syn-cell-area_sq_um=5837
async_flop_share_pct=100.0
synth_chip_area_sq_um=5837
syn_inst=747
yosysSeqAreaShare_pct=8.574
ys_ff=20
edf_count=0
synth.avg_cell_area_sq_um=7.814
ys_types=88
synth_top_area_share_pct=11.19
synthFlopType=dfrtp_1
ys_cells=747
top_cells_by_area=mux4_2 (11%), dfrtp_1 (8.6%), ha_1 (6.9%), xnor2_1 (5.3%), nand2_1 (5.0%)
post-synth-top-area-cell=mux4_2

[pwr]
power.density_nw_per_um2=46.22
ir_worst_vdd_uv=31.87
p_leak_uw=0.003286

[worst_hold_path]
hp-class=register to register
holdCritStartpoint=hc[0]

-- logic make-up after synthesis --
group,after synthesis,synth area share [%]
buf+inv,80,6.795
mux,55,15.88
other cells,1,0.06425
fa+ha+maj,34,7.546
simple gates,258,21.69
xor+xnor,65,9.753
compound gates,234,29.69
flops,20,8.574
-- synthesized netlist by cell type (all sizes together), types with 12 or more instances --
cell    number
a211oi      19
a21o        12
a21oi       39
buf         28
clkbuf      29
dfrtp       20
ha          32
inv         23
mux2i       18
mux4        29
nand2       79
nand3       32
nor2        59
nor3        19
o211ai      12
o21ai       51
xnor2       35
xor2        30
-- metrics by stage --
step                hold slack [ns]  std cells  total power, uW  util, %  setup slack (ns)
floorplan                    0.4755        748            227.5        -             5.725
global placement             0.5095       1275            345.7    35.05             4.208
detailed placement           0.5321       1275            345.4    35.05             4.156
CTS                          0.5427       1278            399.6    35.36             3.858
global route                 0.5875       1280            425.5    35.38             3.156
finish                       0.5360       1281            397.7    35.39             3.891
-- worst register-to-register path, delay by kind of cell (launching register included) --
family                   cells  cell delay, ns
adder cells (fa/ha/maj)      1            0.31
flip-flops                   1            0.74
AND-OR/OR-AND                2            0.26
AND/OR/NAND/NOR              4            1.04
-- flip-flops by register name, indices dropped and copies added (netlist names) --
name / count
hc: 10
vc: 10
-- where the power goes --
part           internal, uW  leakage [uW]  switching [uW]
clock                  34.2     0.0000370            17.6
combinational           147       0.00298             146
sequential             52.6      0.000270               0
-- metal layers --
metal / vias to the layer above / GRT usage (%)
li1: 3241 / -
met1: 3099 / 20.67
met2: 348 / 25.74
met3: 38 / 3.554
met4: 0 / 4.764
met5: - / 0
-- how the worst min path moves through the flow --
stage        to  slack, ns  cells past startpoint
6_report  hc[0]       0.54                      1
4_1_cts   hc[0]       0.54                      1
5_1_grt   vc[0]       0.59                      1
-- layout make-up --
class | instances | area, sq um
fill | 2505 | 15710
sequential | 20 | 500.5
antenna | 3 | 7.507
clock buffer | 3 | 75.07
tap | 324 | 405.4
inverter | 23 | 86.33
timing repair buffer | 260 | 2565
multi-input combinational | 648 | 4966
Power figures rest on the tool's default switching activity, not on a simulated workload.
